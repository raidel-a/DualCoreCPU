<file path="/design/flow/run.sh">
#!/bin/bash
# OpenROAD 26Q1-2900-gdf79404cd8, Yosys 0.63+post, stock flow scripts
make -C /OpenROAD-flow-scripts/flow DESIGN_CONFIG=/design/flow/config.mk WORK_HOME=/design/flow/orfs finish
</file>
<file path="/design/flow/constraint.sdc">
current_design MemoryArbiter

set clk_period 4.9
set clk_io_pct 0.2

create_clock -name clk0 -period $clk_period [get_ports {clock}]

set non_clock_inputs [all_inputs -no_clocks]
set_input_delay [expr $clk_period * $clk_io_pct] -clock clk0 $non_clock_inputs
set_output_delay [expr $clk_period * $clk_io_pct] -clock clk0 [all_outputs]
</file>
<file path="/design/flow/config.mk">
export PLATFORM = sky130hd
export DESIGN_NAME = MemoryArbiter
export DESIGN_NICKNAME = MemoryArbiter
export VERILOG_FILES = /design/flow/design.v
export SDC_FILE = /design/flow/constraint.sdc
export NUM_CORES = 4
export LEC_CHECK = 1
export CORE_AREA = 10 10 243 243
export DIE_AREA = 0 0 253 253
</file>
<file path="/design/flow/design.v">
module MemoryArbiter (
    input clock,
    input reset,
    input core0_mem_write,
    input [31:0] core0_mem_addr,
    input [31:0] core0_mem_writedata,
    output reg [31:0] core0_mem_readdata,
    input core1_mem_write,
    input [31:0] core1_mem_addr,
    input [31:0] core1_mem_writedata,
    output reg [31:0] core1_mem_readdata,
    output reg [31:0] shared_addr,
    output reg shared_write,
    output reg [31:0] shared_writedata,
    input [31:0] shared_readdata,
    input gpu_mem_write,
    input [31:0] gpu_mem_addr,
    input [31:0] gpu_mem_writedata,
    output reg [31:0] gpu_mem_readdata
);
    reg current_core;
    always @(posedge clock or posedge reset) begin
        if (reset) begin
            current_core <= 0;
            shared_write <= 0;
            shared_addr <= 32'b0;
            shared_writedata <= 32'b0;
            core0_mem_readdata <= 32'b0;
            core1_mem_readdata <= 32'b0;
            gpu_mem_readdata <= 32'b0;
        end
        else begin
            if (core0_mem_write && !current_core) begin
                shared_addr <= core0_mem_addr;
                shared_writedata <= core0_mem_writedata;
                shared_write <= 1;
                current_core <= 1;
                core0_mem_readdata <= shared_readdata;
            end
            else if (core1_mem_write && current_core) begin
                shared_addr <= core1_mem_addr;
                shared_writedata <= core1_mem_writedata;
                shared_write <= 1;
                current_core <= 0;
                core1_mem_readdata <= shared_readdata;
            end
            else if (gpu_mem_write && current_core == 2) begin
                shared_addr <= gpu_mem_addr;
                shared_writedata <= gpu_mem_writedata;
                shared_write <= 1;
                current_core <= 0;
                gpu_mem_readdata <= shared_readdata;
            end
            else begin
                shared_write <= 0;
                if (!current_core) begin
                    shared_addr <= core0_mem_addr;
                    core0_mem_readdata <= shared_readdata;
                end else begin
                    shared_addr <= core1_mem_addr;
                    core1_mem_readdata <= shared_readdata;
                end
            end
        end
    end
endmodule
</file>
==> results.toml <==
# synthesis and place-and-route metrics
[outcome]
outcome = "completed"

[final_timing]
hold_violations = 0
drv_slew = 0
finalClockPeriodUsage = 0.4797
tns_ns = 0
rsz0062_at_grt = "no"
finalSetupViolCount = 0
clock_skew_ns = 0.01850
period_needed_ns = 2.350
maxSlewHeadroom = 0.4469
timing.final.ws_setup_ns = 2.550
fmax_ghz = 0.4255
worst_slew_pin_slew_ns = 0.8296

[detailed_routing]
wl_met3_um = 2598
dr.max_layer_used = "met4"
route.detailed.drc = 0
wl_met2_um = 8484
ant_nets = 0
dr.pass1.iters = 4
drt-initial-drc-count = 127
wl_met1_um = 7293
routedWlPerCell_um = 13.88
routed_wl_um = 18830
vias_per_cell = 2.945
dr_total_vias = 3994

[clock_network]
root_buffer = "clkbuf_16"
cts_setup_buffers = 0
cts_sinks = 130
cts.reportedPaths.clkPinSlew_ns = 0.06
insertion_delay_ns = 0.47
cts_buffers = 17
hold_buffers = 0
clockBufferDepth = 2
cts_resized = 0
cts_tree = "built"
h-tree-depth = 4

[critical_path]
crit_fanout = 34
cp-start-kind = "input pin"
crit_type = "input pin to flop"
rr_worst_depth = 4
required_ns = 5.25
worstPathArrival_ns = 2.70
cp_slowest_cell = "clkdlybuf4s50_1"
reg2reg_to = "shared_writedata[29]$_DFFE_PP0P_"
end_kind = "flop"
rrSetupSlack_ns = 2.64
path_buffers = 3
r2r_start = "current_core$_DFFE_PP0P_"
cp_cell_sequence = "clkdlybuf4s50_1, buf_4, mux2i_4, buf_4, a221o_2"
crit_top_cell = "buf_4"
slowest_delay_ns = 0.45
worstSetupStartpoint = "core1_mem_write"
cp_top_family = "buffers and inverters"
worst-path-stages = 5
crit_end = "shared_writedata[29]$_DFFE_PP0P_"

[pwr]
p_per_area_nw_per_um2 = 360.0
leakagePower_nw = 3.755
ir_drop_uv = 233.5

[placement]
place_hpwl_um = 14010
io_buffer_count = 292
dpl_worst_slack_ns = 2.060
globalplace.congestion = 0.7992
placed_cells = 1323
placed_area_um2 = 8899

[flow_run]
cap_violations = 0
warnings = 90

[hold_path]
hp-class = "flop to flop"
hp-start = "core1_mem_readdata[31]$_DFFE_PP0P_"

[floorplan]
std_cell_rows = 85
die.size.y_um = 253
ioPinCount = 390
fp-utilization = 0.09895
dieArea_um2 = 64010
core_um2 = 53810
die_width_um = 253

[global_routing]
antenna_found_initial = 1
grt_use_total = 0.05623
grt-ovfl-total = 0
grt_max_degree = 72
grt_pass1_vias = 4307
grt_pass1_wl_um = 27080

[logic_synthesis]
xor_share = 0
ys_ff = 130
synthAoiAreaFrac = 0.05968
muxShareOfSynthArea = 0.2112
postSynthSeqShare = 0.6109
yosys_cells = 354
yosys_warnings = 1
syn_area_um2 = 5325
simple_gate_share = 0.03830
topCombFamilyByArea = "multiplexers"
ys_types = 16
yosys_area_um2 = 5325
syn_inst = 354
ys_sh_adder = 0
synth.avg_cell_area_um2 = 15.04

[final_layout]
post-route-util = 0.1754
fin_area_um2 = 9437
layout-drive-gt1-share = 0.2124
syn_to_final_growth_pct = 77.21
final_cells = 1356
final cells by class:
cell class,instances,area (µm²)
Antenna cell,1,2.502
Multi-Input combinational cell,197,1778
Inverter,2,12.51
Sequential cell,130,3257
Clock inverter,15,110.1
Timing Repair Buffer,298,2980
Fill cell,5879,44380
Tap cell,696,870.8
Clock buffer,17,425.4
synth_stat cells:
cell type  count  area, µm²
dfrtp_1      130       3253
mux2_2        96       1081
buf_4         41      307.8
and3_1        31      193.9
a221o_1       29      290.3
buf_6          6      67.56
clkbuf_1       5      18.77
buf_2          4      20.02
mux2i_1        3      30.03
a221o_2        2      22.52
inv_1          2      7.510
a21oi_1        1      5.000
conb_1         1      3.750
mux2i_2        1      13.76
nor2_1         1      3.750
nor2b_1        1      6.260
cell usage in the layout (no fill, tap or decap), drive strengths merged:
cell,instances
buf,6
a21oi,1
mux2,96
inv,6
clkbuf,17
nor2,1
clkinvlp,5
diode,1
nor2b,1
mux2i,4
dfrtp,130
a221o,31
clkdlybuf4s50,292
and3,31
clkinv,6
conb,32
power by group:
group / total (mW) / internal (mW) / switching [mW]
sequential: 1.37 / 1.27 / 0.100
clock: 1.19 / 0.646 / 0.541
combinational: 0.844 / 0.616 / 0.228
how the worst min path moves through the flow:
| stage | endpoint | cells after the start | slack [ns] |
|---|---|---|---|
| 4_1_cts | core0_mem_readdata[30]$_DFFE_PP0P_ | 1 | 0.51 |
| 5_1_grt | core0_mem_readdata[16]$_DFFE_PP0P_ | 1 | 0.52 |
| 6_report | core1_mem_readdata[31]$_DFFE_PP0P_ | 1 | 0.50 |
per-stage QoR:
step	hold WS (ns)	total power, mW
global placement	0.4873	2.247
finish	0.5018	3.397
CTS	0.5064	3.499
global route	0.5173	3.605
detailed placement	0.4927	2.251
floorplan	0.4541	1.648
state kept, by name (all words and copies together), names as in the netlist:
register and cells:
current_core 1, shared_write 1, core0_mem_readdata 32, shared_addr 32, shared_writedata 32, core1_mem_readdata 32
logic make-up (layout without fill, tap and decap cells):
group                  Yosys count  in the layout
other                            1             33
AND/OR/NAND/NOR                 33             33
buffers and inverters           58            332
flip-flops                     130            130
multiplexers                   100            100
AND-OR/OR-AND                   32             32
routing by layer:
layer	global-route usage	vias to the layer above
met3	0.03708	27
met4	0.01170	0
met2	0.08709	221
met1	0.06383	1936
li1	-	1810
met5	0	-
Power and IR drop assume default switching activity.
